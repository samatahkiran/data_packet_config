===== ./run.sh =====
#!/bin/bash
# OpenROAD 26Q1-2900-gdf79404cd8, Yosys 0.63+post, stock flow scripts
make -C /OpenROAD-flow-scripts/flow DESIGN_CONFIG=/design/flow/config.mk WORK_HOME=/design/flow/orfs finish

===== ./config.mk =====
export PLATFORM = sky130hd
export DESIGN_NAME = packet_data
export DESIGN_NICKNAME = packet_data
export VERILOG_FILES = /design/flow/design.v
export SDC_FILE = /design/flow/constraint.sdc
export NUM_CORES = 4
export LEC_CHECK = 1
export CORE_UTILIZATION = 30

===== ./constraint.sdc =====
current_design packet_data

set clk_period 12.5
set clk_io_pct 0.2

create_clock -name clk0 -period $clk_period [get_ports {clk}]

set non_clock_inputs [all_inputs -no_clocks]
set_input_delay [expr $clk_period * $clk_io_pct] -clock clk0 $non_clock_inputs
set_output_delay [expr $clk_period * $clk_io_pct] -clock clk0 [all_outputs]

===== ./design.v =====
`timescale 1ns / 1ps
module packet_data #(
    parameter data_width = 8,
    parameter depth = 32
)(
    input wire clk,
    input wire rst,
    input wire [data_width-1:0] s_axis_data,  
    input wire s_axis_valid,
    output reg s_axis_ready,
    input wire s_axis_last,
    input wire [data_width + data_width - 1 : 0] packet_config,
    output reg [data_width-1 : 0] m_axis_data,
    output reg m_axis_valid,
    input wire m_axis_ready,
    output reg m_axis_last,
    output  full,
    output  empty
);
    reg [data_width-1:0] mem_1 [depth-1:0];
    reg [data_width-1:0] mem_2 [depth-1:0];
    reg mem_3 [depth-1:0];
    reg [data_width-1:0] wr_ptr;
    reg [data_width-1:0] rd_ptr;
    reg [data_width:0] wr_ptr2;
    reg m_tvalid;
    assign full = (wr_ptr == depth)?1:0;
    assign empty = (wr_ptr == 0)?1:0;
    wire [data_width-1:0] k;
    wire [data_width-1:0] len;
    assign {k,len} = packet_config ;
    wire [data_width-1:0] result;
    reg [data_width - 1:0] pipe1, pipe2, pipe3;
    integer i;
  initial
  begin
    for(i = 0; i < depth; i = i + 1)
    begin
      mem_1[i] = 0;
      mem_2[i] = 0;
      mem_3[i] = 0;
    end
  end
     always@(posedge clk) begin
       if(rst) begin
         s_axis_ready <= 0;
       end else begin
         s_axis_ready <= 1;
       end
     end
    always @(posedge clk) begin
        if (rst) begin
             wr_ptr <= 0;
             m_tvalid <= 0;
        end else begin
            if (s_axis_valid && s_axis_ready && ~full) begin
                mem_1[wr_ptr] <= s_axis_data;
                mem_3[wr_ptr] <= s_axis_last;  
                m_tvalid <= s_axis_valid;  
               if (wr_ptr > len - 1 - k) begin
                  mem_2[wr_ptr2] <= s_axis_data;
                  wr_ptr2 <= wr_ptr2 + 1;
                   pipe1 <= result;
                   pipe2 <= pipe1;
                   pipe3 <= pipe2;
                end else begin
                    wr_ptr2 <= 0;
                end
                wr_ptr <= wr_ptr + 1;
            end
            if (s_axis_last) begin
                wr_ptr <= 0;
                m_tvalid <= 0;
            end
        end
    end
    always @(posedge clk ) begin
        if (rst) begin
            m_axis_data <= 8'd0;
            m_axis_valid <= 0;
            m_axis_last <= 0;
            rd_ptr <= 0;
        end else begin
            if (m_axis_ready && ~empty) begin
                if (rd_ptr < depth) begin
                m_axis_data <=   result;
                m_axis_valid <=  1'b1;                
                m_axis_last <= mem_3[rd_ptr];
                rd_ptr <= rd_ptr + 1;
                if (rd_ptr == len - 1) begin               
                    rd_ptr <= 0;
                end
            end else begin
                m_axis_valid <= 0;
                m_axis_data  <= 0;
            end
        end
    end
 end
  assign result = mem_1[rd_ptr] + mem_2[rd_ptr];
endmodule

==> ds_physical_params.txt <==
Characteristics after synthesis and place and route

Parameter                              Value

Run status
  Outcome .................. completed

Critical path
  Most prevalent standard cell on the critical path .................. ha_1
  Capture point of the worst path .................. mem_2[31][4]
  WP data required .................. 12.74 ns
  Category of the worst setup path capture point .................. flop
  Slowest cell on crit path .................. nor3_1
  Category of the most critical setup path .................. in -> reg
  Reg-to-reg slack, setup .................. 6.88 ns
  Crit start category .................. input port
  Maximum net fanout on the critical path .................. 25
  Setup crit start .................. packet_config[0]
  Cell class contributing the biggest share of worst-path delay .................. simple AND/OR/NAND/NOR gates
  Sum of buffers and inverters on the critical path .................. 4
  Series of cell instances along the critical path .................. clkdlybuf4s50_1, inv_1, ha_1, xor2_1, ha_1, nor2b_1, o21ai_0, a21boi_0, o211a_1, o21ai_0, nand2_1, ha_1, or4_1, or4_4, nor4_4, o41ai_4, buf_4, buf_4, nor3_1
  CP Depth .................. 19
  FF-to-FF End .................. m_axis_data[7]
  Number of cell instances on the worst register-to-register path .................. 13
  Critical Path AT .................. 8.44 ns
  Slowest cell delay on critical path .................. 0.88 ns

Final timing
  Final count of negative-setup-slack endpoints .................. 0
  Number of pins exceeding their max-slew limit in the final report .................. 0
  Transition time at the pin with the least slew margin .................. 1.034 ns
  Share of the cycle needed by the critical path after routing .................. 0.6563
  Crit path time final .................. 8.204 ns
  Unrepaired setup endpoints after global routing .................. no
  Final worst slack .................. 4.296 ns
  Fin Setup TNS .................. 0 ns
  Worst slew slack as a fraction of its limit .................. 0.3053
  Number of hold violations in the final report .................. 0
  Final worst clock skew .................. 0.01069 ns
  Maximum clock frequency .................. 0.1219 GHz
  Minimum hold slack .................. 0.4529 ns

Cells and area
  Fraction of final layout cells with drive strength greater than 1 .................. 0.2782
  Filler-free cell count of the finished design .................. 2405
  Fill cell total of the finished layout .................. 7248
  Comb area .................. 0.006555 mm^2
  Sequential standard cell area .................. 0.01714 mm^2
  Growth of design area from synthesis to finish .................. 15.79%

Flow run
  Max-capacitance violation count .................. 0
  Tool Warnings .................. 31

Place
  Global placement routability congestion .................. 0.8396
  # placed instances .................. 2301
  DP Worst Slack .................. 3.693 ns
  Number of buffers inserted by port buffering .................. 41
  Total half-perimeter wirelength after legalization and detailed placement .................. 33620 um

GRT
  Global-route wire length before repair .................. 81700 um
  Maximum number of pins on one net before global-route repair .................. 65
  Combined global-route utilization of all metal layers .................. 0.1438
  Global route total overflow .................. 0
  Initial antenna violation count .................. 0
  Via count of the first global-routing pass .................. 12850

Pwr
  Total power per unit cell area .................. 145.5 mW/mm^2
  Max rail drop VDD .................. 104.8 uV
  Leakage power summed over all cells .................. 8.463 nW

Logic synthesis
  Number of enable-type register cells in the synthesized netlist .................. 549
  Total standard cell area after synthesis .................. 0.02404 mm^2
  Most frequent cells after synthesis .................. edfxtp_1, mux4_2, nor2_1
  Chip Area, Yosys .................. 0.02404 mm^2
  Most instantiated library cell after synthesis .................. edfxtp_1
  Sequential cell area fraction in the yosys report .................. 0.7125
  Largest area contributor in the netlist .................. edfxtp_1
  Area share, top type .................. 0.6859
  Cells after synthesis .................. 1218
  Asr flop ratio synth .................. 0
  Synth warnings .................. 1
  Cell total in the yosys stat output .................. 1218
  Biggest area contributors in the synthesized netlist .................. edfxtp_1, mux4_2, dfxtp_1
  Synth Flop Type .................. edfxtp_1
  Avg Cell Area, Syn .................. 19.73 um^2
  Flip-flop and latch count after synthesis .................. 581
  Count of distinct cell types in the synthesized netlist .................. 57

Clock network
  Maximum clock path buffer count .................. 3
  # H-tree levels .................. 2
  Skew-Pair Late Insertion Delay .................. 0.62 ns
  CTS tree .................. done
  Hold-fix buffers, CTS .................. 0
  Setup bufs post-CTS .................. 0
  Reg clk slew, reported paths .................. 0.06 ns
  Sinks on Clock Net .................. 581
  Post-cts resize count .................. 0
  TritonCTS buffer count .................. 55
  Clock Root Buffer .................. clkbuf_16

Worst hold path
  Worst min path class .................. reg -> reg

Die
  Number of top-level pins .................. 42
  Die extent in x .................. 285.1 um
  Y dimension of the die .................. 285.1 um
  Number of placement rows .................. 103
  Full die area .................. 0.08125 mm^2
  Floorplan Utilization .................. 0.3038
  CORE AREA .................. 0.07913 mm^2

Drt
  # diodes .................. 0
  Vias per Instance .................. 4.881
  Routed wire length .................. 53880 um
  Antenna-violating nets left .................. 0
  Vias after detailed routing .................. 11740
  First-pass DRT Iterations .................. 7
  Number of remaining DRC errors .................. 0
  First-iteration detailed-routing DRC count .................. 798
  Avg WL per Cell .................. 22.40 um
-- worst min-delay path, stage by stage, from the launching register on --
cell and delay, ns:
dfxtp_1 0.31, nand2_1 0.05, a21oi_1 0.05
-- sequential cells by signal (all words and copies together) (netlist names), named ones only --
register      flops
m_axis_data       8
m_axis_last       1
m_axis_valid      1
mem_1           256
mem_2           256
mem_3            32
rd_ptr            8
s_axis_ready      1
wr_ptr            8
wr_ptr2           5
-- metrics by stage --
stage / power [mW] / cell area, um^2 / util
floorplan: 2.252 / 24040 / -
global placement: 2.324 / 25900 / 0.3274
detailed placement: 2.325 / 25900 / 0.3274
CTS: 4.085 / 27830 / 0.3517
global route: 4.165 / 27830 / 0.3517
finish: 4.050 / 27830 / 0.3517
-- cells in the final DEF, fill, tap and decap left out, types with 11 or more instances in the layout --
cell,count
nor2_1,67
mux2_2,16
buf_4,58
clkdlybuf4s50_1,33
xnor2_1,22
xor2_1,19
nand3_1,39
nand2_1,28
dfxtp_1,28
clkbuf_16,55
inv_1,24
clkinv_1,15
mux4_2,166
bufinv_16,11
nor3_1,12
edfxtp_1,549
ha_1,41
nor3_2,30
-- area by class of cell --
cell class              count  share of cell area
inverters                  25            0.003372
well taps                1050             0.04721
clock buffers              61             0.05026
clock inverters            43             0.01893
flip-flops and latches    581              0.6157
repair buffers             99             0.02895
multi-input cells         546              0.2355
-- routing by layer --
| layer | vias up | wire length, um | GRT usage |
|---|---|---|---|
| li1 | 5166 | - | - |
| met1 | 5852 | 19610 | 0.1788 |
| met2 | 644 | 25840 | 0.2184 |
| met3 | 74 | 7425 | 0.09542 |
| met4 | 2 | 960 | 0.02286 |
| met5 | - | 57 | 0.005233 |
-- kinds of logic after synthesis --
logic type	count (synthesis)	share of synthesized area
compound gates	45	0.01338
xor+xnor	41	0.01494
fa+ha+maj	43	0.02301
buf+inv	91	0.01624
flops	581	0.7125
mux	189	0.1660
simple gates	228	0.05393
-- power by group --
part           leakage (nW)  internal (mW)  switching (mW)
Clock                 0.927           1.04           0.728
Sequential             5.20           2.13         0.00362
Combinational          2.34         0.0561          0.0932
-- how the worst min path moves through the flow --
stage / start / end / slack (ns) / cells after the start
CTS: m_axis_valid / m_axis_valid / 0.45 / 2
global route: m_axis_valid / m_axis_valid / 0.48 / 2
finish: m_axis_valid / m_axis_valid / 0.45 / 2
Power figures rest on the tool's default switching activity, not on a simulated workload.
